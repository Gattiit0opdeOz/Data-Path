### config.mk
export PLATFORM = sky130hd
export DESIGN_NAME = MemoriaDeDatos
export DESIGN_NICKNAME = MemoriaDeDatos
export VERILOG_FILES = /design/flow/design.v
export SDC_FILE = /design/flow/constraint.sdc
export NUM_CORES = 4
export LEC_CHECK = 1
export CORE_UTILIZATION = 40
export SYNTH_MEMORY_MAX_BITS = 65536
### constraint.sdc
current_design MemoriaDeDatos

set clk_period 70.2
set clk_io_pct 0.2

create_clock -name clk0 -period $clk_period [get_ports {clk}]

set non_clock_inputs [all_inputs -no_clocks]
set_input_delay [expr $clk_period * $clk_io_pct] -clock clk0 $non_clock_inputs
set_output_delay [expr $clk_period * $clk_io_pct] -clock clk0 [all_outputs]
### design.v
`timescale 1ns/1ns
module MemoriaDeDatos(
    input wire clk,
    input wire mem_write,
    input wire [31:0] address,
    input wire [31:0] write_data,
    output reg [31:0] read_data
);
reg [31:0] memory [0:255];  
    always @(*) begin
        read_data = memory[address[7:0]];  
    end
    always @(posedge clk) begin
        if (mem_write) begin
            memory[address[7:0]] <= write_data;
        end
    end
endmodule
### run.sh
#!/bin/bash
# OpenROAD 26Q1-2900-gdf79404cd8, Yosys 0.63+post, stock flow scripts
make -C /OpenROAD-flow-scripts/flow DESIGN_CONFIG=/design/flow/config.mk WORK_HOME=/design/flow/orfs finish
==> flow_metrics.py <==
# Flow results
metrics = {
    "run_status": {
        "status": "completed",
    },
    "die": {
        "io_pins": 98,
        "die_y_um": 880,
        "num_rows": 322,
        "core_um2": 768000,
        "die-area_um2": 774000,
        "fp-utilization_pct": 40.1,
        "die-width_um": 880,
    },
    "layout": {
        "area_delta_synth_final_pct": 14.3,
        "layout-drive-gt1-share_pct": 29.5,
        "fin_area_um2": 353000,
        "fillers": 61900,
        "fin_cells": 24800,
        "largest_reg_flops": 8192,
        "postLayoutCoreUtil_pct": 45.9,
    },
    "grt": {
        "grt_max_degree": 129,
        "grt_usage_pct": 24.0,
        "overflow": 0,
        "grt_antenna_before_repair": 28,
        "first_global_vias": 161000,
        "grt_pass1_wl_um": 1180000,
    },
    "worst_setup_path": {
        "crit_path_frequent_cell": "buf_4",
        "arrival_ns": 22.70,
        "worst_path_max_delay_cell": "nand4_1",
        "path_max_fanout": 59,
        "cpLargestDelayFamily": "buffers and inverters",
        "critPathBufInv": 11,
        "crit_chain": "buf_16, buf_4, buf_4, buf_4, buf_4, buf_4, buf_12, buf_4, buf_4, mux4_2, a22oi_1, a21oi_1, o41ai_2, buf_4, nand4_1, clkdlybuf4s50_1",
        "cp-end-kind": "output port",
        "critical_path_class": "input port to output port",
        "cp_data_required_time_ns": 56.16,
        "slowest_delay_ns": 0.81,
        "start_kind": "input port",
    },
    "placement": {
        "gp_congestion": 0.889,
        "dp_hpwl_um": 473000,
        "numPortBuffers": 73,
        "place_inst": 23400,
        "place_area_um2": 328000,
    },
    "clock_tree": {
        "clockRootBuffer": "clkbuf_16",
        "cts.clk_slew.worst_paths_ns": 0.06,
        "cts_buffers": 789,
        "cts_num_sinks": 8192,
        "post_cts_buffers": 0,
        "clk_path_buf_depth": 4,
        "tritoncts": "built",
        "htreeDepth": 6,
        "postCtsHoldBufs": 0,
        "cts_resized": 0,
    },
    "detailed_routing": {
        "vias": 144000,
        "drc": 0,
        "ant_nets": 0,
        "wirelength_um": 840000,
        "viasPerCell": 5.80,
        "drt_pass1_iterations": 5,
        "drtIter0Drc": 9400,
        "routedWlPerCell_um": 33.8,
    },
    "job": {
        "maxCapViolCount": 0,
        "tool_warnings": 70,
    },
    "pwr": {
        "power.density_nw_per_um2": 28.2,
        "ir_worst_vdd_mv": 0.0308,
        "leakagePower_nw": 107,
    },
    "sta": {
        "hold_viol": 0,
        "fmax_ghz": 0.0272,
        "setup_violations": 0,
        "worst_slew_pin_slew_ns": 1.29,
        "max_slew_margin_pct": 12.6,
        "maxSlewViolCount": 0,
        "min_period_over_period_pct": 52.3,
        "finalSetupTns_ns": 0,
        "rsz0062_at_grt": "false",
        "period_needed_ns": 36.74,
    },
    "synth": {
        "synth.top_cells.by_count": "8192 x edfxtp_1, 2048 x mux4_2, 1024 x a22oi_1",
        "syn-cell-area_um2": 308000,
        "edf_count": 8192,
        "top_cell_area_share_pct": 79.8,
        "area_leaders": "edfxtp_1 80%, mux4_2 15%, a22oi_1 2.5%",
        "avgSynthCellArea_um2": 23.6,
        "yosys-stat-area_um2": 308000,
        "ys_types": 21,
        "async_flop_share_pct": 0,
        "ys.warnings.count": 1,
        "yosysTopAreaCell": "edfxtp_1",
        "synthCells": 13100,
        "postSynthSeqShare_pct": 79.8,
        "synth-main-ff-cell": "edfxtp_1",
        "ys_cells": 13100,
        "post-synth-top-count-cell": "edfxtp_1",
        "numSynthFlops": 8192,
    },
    "worst_hold_path": {
        "hold_path.class": "input port to flop",
    },
}
final cells by class:
| type | instances | area [um^2] | share of cell area (%) |
|---|---|---|---|
| clock buffers | 1002 | 20600 | 5.85 |
| repair buffers | 894 | 7260 | 2.06 |
| diodes | 26 | 65.1 | 0.0185 |
| multi-input cells | 4066 | 61800 | 17.5 |
| inverters | 1 | 3.75 | 0.00106 |
| flip-flops and latches | 8192 | 246000 | 69.8 |
| well taps | 10200 | 12800 | 3.62 |
| clock inverters | 452 | 3990 | 1.13 |
layout by cell type, fill, tap and decap left out, types with 2 or more instances in the layout:
master	synthesis	layout
nand2b_1	6	4
clkinv_2	0	123
clkinvlp_4	0	11
clkinv_1	0	218
nand2b_4	0	2
buf_12	0	14
buf_16	0	2
nand3_4	0	8
clkbuf_1	498	210
clkinv_16	0	26
clkdlybuf4s50_1	0	39
buf_4	21	807
nand4_1	32	32
a22oi_1	1024	1024
nand2_4	0	8
edfxtp_1	8192	8192
inv_6	0	14
clkinv_8	0	9
a21oi_1	512	512
mux4_2	2048	2048
diode_2	0	26
nor3_2	0	30
nor2b_2	0	2
o41ai_4	0	3
nand3_1	13	5
o41ai_2	0	87
nor2b_4	0	4
o41ai_1	128	38
nand2_2	0	10
nor2_4	0	228
buf_8	0	32
bufinv_16	0	41
nor2_1	232	4
clkbuf_16	0	792
nand2_1	28	10
inv_16	0	9
routing by layer:
metal | track usage (%) | part of all wire, % | vias up
met5 | 3.38 | 0.35 | -
met1 | 25.9 | 29 | 73500
met4 | 8.06 | 4.6 | 51
met3 | 21.6 | 20 | 1399
li1 | - | - | 58700
met2 | 34.0 | 46 | 10400
cells by family (layout without fill, tap and decap cells):
group | count (synthesis) | after routing | share of synthesized area [%]
flops | 8192 | 8192 | 79.8
mux | 2048 | 2048 | 15.0
compound gates | 1664 | 1664 | 3.69
other cells | 0 | 26 | 0
simple gates | 354 | 354 | 0.490
buf+inv | 797 | 2349 | 1.09
metrics by stage:
step | setup WS, ns | hold WS (ns) | power [mW]
floorplan | 40.26 | 14.14 | 5.72
global placement | 33.18 | 14.41 | 5.97
global route | 32.72 | 13.17 | 10.2
CTS | 33.22 | 13.14 | 9.99
finish | 33.46 | 13.22 | 9.93
detailed placement | 33.22 | 14.41 | 5.98
power by group:
part	switching (mW)	internal (mW)
combinational	0.321	0.158
clock	1.82	2.24
sequential	0.00209	5.39
total	2.14	7.78
worst paths after layout:
| path | startpoint | to | slack [ns] | cells after the start |
|---|---|---|---|---|
| setup / recovery | address[0] | read_data[13] | 33.46 | 16 |
| hold / removal | write_data[19] | memory[189][19] | 13.22 | 1 |
Power figures rest on the tool's default switching activity, not on a simulated workload.
