[./config.mk]
export PLATFORM = sky130hd
export DESIGN_NAME = TopLevel
export DESIGN_NICKNAME = TopLevel
export VERILOG_FILES = /design/flow/design.v
export SDC_FILE = /design/flow/constraint.sdc
export NUM_CORES = 4
export LEC_CHECK = 1
export CORE_UTILIZATION = 50
[./constraint.sdc]
current_design TopLevel

set clk_period 31.9
set clk_io_pct 0.2

create_clock -name clk0 -period $clk_period [get_ports {clk}]

set non_clock_inputs [all_inputs -no_clocks]
set_input_delay [expr $clk_period * $clk_io_pct] -clock clk0 $non_clock_inputs
set_output_delay [expr $clk_period * $clk_io_pct] -clock clk0 [all_outputs]
[./design.v]
`timescale 1ns/1ns
module ALU(
    input wire [31:0] a,
    input wire [31:0] b,
    input wire [2:0] alu_control,
    output reg [31:0] result,
    output wire zero_flag
);
    assign zero_flag = (result == 32'b0);
    always @(*) begin
        case(alu_control)
            3'b001: result = a + b;           
            3'b010: result = a - b;           
            3'b011: result = (a < b) ? 1 : 0;  
            3'b100: result = a & b;           
            3'b101: result = a | b;           
            3'b110: result = a ^ b;           
            3'b111: result = ~(a | b);        
            default: result = 32'b0;
        endcase
    end
endmodule
`timescale 1ns/1ns
module ALUcontrol(
    input wire [1:0] alu_op,
    input wire [5:0] funct,
    output reg [2:0] alu_control
);
    always @(*) begin
        case(alu_op)
            2'b10: begin  
                case(funct)
                    6'b100000: alu_control = 3'b001;  
                    6'b100010: alu_control = 3'b010;  
                    6'b101010: alu_control = 3'b011;  
                    6'b100100: alu_control = 3'b100;  
                    6'b100101: alu_control = 3'b101;  
                    6'b100110: alu_control = 3'b110;  
                    6'b100111: alu_control = 3'b111;  
                    default:   alu_control = 3'b000;
                endcase
            end
            default: alu_control = 3'b000;
        endcase
    end
endmodule
`timescale 1ns/1ns
module BancoDeRegistros(
    input wire clk,
    input wire reset,
    input wire reg_write_enable,
    input wire [4:0] reg_read_addr_1,
    input wire [4:0] reg_read_addr_2,
    input wire [4:0] reg_write_addr,
    input wire [31:0] reg_write_data,
    output wire [31:0] reg_read_data_1,
    output wire [31:0] reg_read_data_2
);
reg [31:0] registers [0:31];  
integer i;
    assign reg_read_data_1 = registers[reg_read_addr_1];
    assign reg_read_data_2 = registers[reg_read_addr_2];
    always @(posedge clk or posedge reset) begin
        if (reset) begin
            for (i = 0; i < 32; i = i + 1) begin
                registers[i] <= 32'b0;
            end
        end 
        else if (reg_write_enable && reg_write_addr != 0) begin
            registers[reg_write_addr] <= reg_write_data;
        end
    end
endmodule
`timescale 1ns/1ns
module TopLevel(
    input wire clk,
    input wire reset,
    input wire [31:0] instruction,
    output wire [31:0] result
);
wire [5:0] opcode;
wire [5:0] funct;
wire [4:0] rs, rt, rd;
wire [31:0] reg_read_data_1, reg_read_data_2;
wire [2:0] alu_control_wire;
wire reg_write, mem_to_reg, mem_write;
wire [1:0] alu_op;
wire [31:0] alu_result;
wire zero_flag;
    assign opcode = instruction[31:26];
    assign rs = instruction[25:21];
    assign rt = instruction[20:16];
    assign rd = instruction[15:11];
    assign funct = instruction[5:0];
    UnidadDeControl control_unit(
        .opcode(opcode),
        .reg_write(reg_write),
        .mem_to_reg(mem_to_reg),
        .mem_write(mem_write),
        .alu_src(alu_src),
        .alu_op(alu_op)
    );
    ALUcontrol alu_control_unit(
        .alu_op(alu_op),
        .funct(funct),
        .alu_control(alu_control_wire)
    );
    BancoDeRegistros register_file(
        .clk(clk),
        .reset(reset),
        .reg_write_enable(reg_write),
        .reg_read_addr_1(rs),
        .reg_read_addr_2(rt),
        .reg_write_addr(rd),
        .reg_write_data(alu_result),
        .reg_read_data_1(reg_read_data_1),
        .reg_read_data_2(reg_read_data_2)
    );
    ALU alu_unit(
        .a(reg_read_data_1),
        .b(reg_read_data_2),
        .alu_control(alu_control_wire),
        .result(alu_result),
        .zero_flag(zero_flag)
    );
    assign result = alu_result;
endmodule
`timescale 1ns/1ns
module UnidadDeControl(
    input wire [5:0] opcode,
    output reg reg_write,
    output reg mem_to_reg,
    output reg mem_write,
    output reg alu_src,
    output reg [1:0] alu_op
);
    always @(*) begin
        reg_write = 1'b0;
        mem_to_reg = 1'b0;
        mem_write = 1'b0;
        alu_src = 1'b0;
        alu_op = 2'b00;
        case(opcode)
            6'b000000: begin  
                reg_write = 1'b1;
                alu_op = 2'b10;
            end
            default: begin
                reg_write = 1'b0;
                alu_op = 2'b00;
            end
        endcase
    end
endmodule
[./run.sh]
#!/bin/bash
# OpenROAD 26Q1-2900-gdf79404cd8, Yosys 0.63+post, stock flow scripts
make -C /OpenROAD-flow-scripts/flow DESIGN_CONFIG=/design/flow/config.mk WORK_HOME=/design/flow/orfs finish
==> flow_metrics.tcl <==
# metrics dict for downstream scripts
set metrics [dict create \
    fp.dieH_um 335.9 \
    fin_worst_skew_ps 108.6 \
    rsz0062_at_grt "no" \
    portBuffers 60 \
    top_register "register_file.registers" \
    avgSynthCellArea_um2 8.607 \
    synth_top_area_share 0.4598 \
    place.gp.congestion 1.045 \
    synth.distinct_cells 100 \
    routedWlPerCell_um 37.71 \
    status "finished clean" \
    worst_slew_pin_slew_ps 1065 \
    die_area_um2 112800 \
    fp-row-count 122 \
    setup_viol 0 \
    grt-ovfl-total 0 \
    fin_area_um2 62430 \
    grt_usage 0.5560 \
    drive_gt1_frac 0.1090 \
    powerDensity_nw_per_um2 46.09 \
    rr_startpoint "register_file.registers[2][6]$_DFFE_PP0P_" \
    fin_setup_tns_ps 0 \
    synth_stat.cells 6475 \
    grt_pass1_wl_mm 415.8 \
    synthCells 6475 \
    drt_iter0_drc 7526 \
    worstPathMaxFanout 41 \
    min_from "register_file.registers[0][20]$_DFFE_PP0P_" \
    fill_cells 9869 \
    detail-route-antenna-nets 0 \
    required_ps 25520 \
    post_cts_buffers 0 \
    cts_resized 0 \
    min_period_ps 21150 \
    numCtsBuffers 110 \
    yosys_warnings 6 \
    worstReg2RegEnd "register_file.registers[29][25]$_DFFE_PP0P_" \
    largest_area_cell "dfrtp_1" \
    setup_ws_ps 10750 \
    insertion_delay_ps 760 \
    worstHoldEndpoint "register_file.registers[0][20]$_DFFE_PP0P_" \
    common_cells "nand2_1 (1060), dfrtp_1 (1024), o21ai_0 (782), a22oi_1 (620), clkbuf_1 (494)" \
    rr_worst_depth 18 \
    ctsLongestPathBuffers 3 \
    hold_viol_final 0 \
    warnings 113 \
    syn2layout_area_growth_pct 12.02 \
    htreeDepth 3 \
    max_freq_ghz 0.04728 \
    syn_area_um2 55730 \
    dr_wl_met2_mm 112.7 \
    relSlewSlack 0.2885 \
    coreArea_um2 110500 \
    hpwlAfterDp_mm 182.6 \
    via_per_inst 7.223 \
    ys_seq_share 0.4598 \
    drcViolationCount 0 \
    slowest_stage "nand4_1" \
    ff_type "dfrtp_1" \
    slew_violations 0 \
    logic_area_um2 27950 \
    cts_tree "yes" \
    flop_area_um2 25620 \
    ff2ff_setup_slack_ps 25560 \
    routedLengthMet1_mm 103.1 \
    cts.clk_slew.worst_paths_ps 60 \
    die_w_um 335.9 \
    cp-start-kind "primary input" \
    io_pins 66 \
    crit_top_cell "buf_4" \
    crit_buf_inv 8 \
    critical_path_depth 25 \
    endpoint_kind "output port" \
    min_path_cells 0 \
    edf_count 0 \
    top_regs "register_file.registers (1024)" \
    wl_mm 298.1 \
    grt_pass1_vias 53921 \
    ys_async_sr_fraction 1.000 \
    largest_reg_flops 1024 \
    cts.sinks 1024 \
    synth_dominant_cell_count "nand2_1" \
    via_count 57087 \
    min_path_type "reg2reg" \
    root_buffer "clkbuf_16" \
    dpl-instance-area_um2 58560 \
    holdBufCountCts 0 \
    antenna_found_initial 24 \
    core_util_floorplan 0.5043 \
    maxCapViolations 0 \
    highest_layer "met5" \
    leakage_nw 27.46 \
    cp_slowest_stage_delay_ps 750 \
    vdd.ir_drop.worst_uv 49.48 \
    crit_family "buffers and inverters" \
    ys_area_um2 55730 \
    topCellsByArea "dfrtp_1 (46%), a22oi_1 (8.4%), nand2_1 (7.1%)" \
    pre_cts_ws_ps 11180 \
    detail_route.first_pass.iterations 9 \
    grt_max_degree 122 \
    worstPathArrival_ps 14770 \
    routed-wl-met3_mm 55.60 \
    ys_ff 1024 \
    critPathKind "in2out" \
    fin_crit_sh 0.6631 \
]
-- through the flow --
| stage | total power, mW | std cells | hold slack, ps | utilization |
|---|---|---|---|---|
| floorplan | 1.444 | 6475 | 444.8 | - |
| global placement | 1.529 | 7682 | 380.7 | 0.5298 |
| detailed placement | 1.530 | 7682 | 385.1 | 0.5298 |
| CTS | 2.863 | 7883 | 397.6 | 0.5644 |
| global route | 2.928 | 7887 | 405.6 | 0.5645 |
| finish | 2.877 | 7904 | 396.5 | 0.5649 |
-- logic make-up after synthesis --
group           after synthesis  share of synthesized area
flops                      1024                     0.4598
mux                          96                    0.01884
buf+inv                     744                    0.05296
fa+ha+maj                   100                    0.02272
xor+xnor                      9                   0.001414
compound gates             2253                     0.2621
simple gates               2249                     0.1822
-- report_power, final --
| group | leakage [nW] | total (mW) | switching (mW) | internal [mW] |
|---|---|---|---|---|
| Combinational | 11.3 | 0.206 | 0.161 | 0.0454 |
| Clock | 1.88 | 1.36 | 0.575 | 0.784 |
| Sequential | 14.3 | 1.31 | 0.00638 | 1.31 |
-- area by class of cell --
cell class,instances,area share
Inverter,148,0.008959
Clock buffer,158,0.05231
Sequential cell,1024,0.4105
Timing Repair Buffer,315,0.04101
Clock inverter,43,0.008899
Multi-Input combinational cell,4707,0.4477
Antenna cell,21,0.0008418
Tap cell,1488,0.02982
-- worst max-delay path by stage --
stage            end             from
4_1_cts   result[25]  instruction[17]
5_1_grt   result[25]  instruction[21]
6_report  result[25]  instruction[17]
-- placed cells by master, fill, tap and decap left out, types with 54 or more instances in the layout --
| cell | count |
|---|---|
| a22oi_1 | 619 |
| clkdlybuf4s50_1 | 59 |
| mux2_2 | 71 |
| nand3_1 | 258 |
| buf_4 | 251 |
| nor2_1 | 372 |
| and3_1 | 93 |
| a21oi_1 | 283 |
| o21ai_1 | 54 |
| ha_1 | 98 |
| nand4_1 | 116 |
| a221oi_1 | 88 |
| dfrtp_1 | 1024 |
| inv_1 | 140 |
| nand2_1 | 1037 |
| a22o_1 | 92 |
| nor3_1 | 78 |
| clkbuf_16 | 112 |
| o21ai_0 | 781 |
| nor2_4 | 56 |
-- per-layer routing --
layer / track usage / vias to the layer above
met5: 0.08596 / -
met4: 0.3356 / 50
met1: 0.6956 / 27137
li1: - / 23279
met2: 0.6958 / 5012
met3: 0.3867 / 1609
Power is estimated from default activity; no workload was simulated.
